==> design/flow/design.v <==
`timescale 1ns/10ps
module  CONV(
	input		clk,
	input		reset,
	output		busy,	
	input		ready,	
	output reg  [11:0]iaddr,
	input 		[19:0]idata,	
	output reg	cwr,
	output		[11:0]caddr_wr,
	output		[19:0]cdata_wr,
	output reg 	crd,
	output reg	[11:0]caddr_rd,
	input 		[19:0]cdata_rd,
	output reg	[2:0]	csel,
	output [5:0]pos_row,
	output [5:0]pos_col
	);
	wire signed [19:0] kernel1 = 20'h0A89E;
	wire signed [19:0] kernel2 = 20'h092D5;
	wire signed [19:0] kernel3 = 20'h06D43;
	wire signed [19:0] kernel4 = 20'h01004;
	wire signed [19:0] kernel5 = 20'hF8F71;
	wire signed [19:0] kernel6 = 20'hF6E54;
	wire signed [19:0] kernel7 = 20'hFA6D7;
	wire signed [19:0] kernel8 = 20'hFC834;
	wire signed [19:0] kernel9 = 20'hFAC19;
	wire signed [19:0] bias = 20'h01310; 
	reg [11:0]pos;
	assign pos_row = pos[11:6];
	assign pos_col = pos[5:0];
	wire [11:0] pos1 = {pos_row - 6'd1, pos_col - 6'd1};
	wire [11:0] pos2 = {pos_row - 6'd1, pos_col};
	wire [11:0] pos3 = {pos_row - 6'd1, pos_col + 6'd1};
	wire [11:0] pos4 = {pos_row, pos_col - 6'd1};
	wire [11:0] pos6 = {pos_row, pos_col + 6'd1};
	wire [11:0] pos7 = {pos_row + 6'd1, pos_col - 6'd1};
	wire [11:0] pos8 = {pos_row + 6'd1, pos_col};
	wire [11:0] pos9 = {pos_row + 6'd1, pos_col + 6'd1};
	wire pos_is_top_or_left = (pos_row == 6'd0) || (pos_col == 6'd0);
	wire pos_is_top_or_right = (pos_row == 6'd0) || (pos_col == 6'd63);
	wire pos_is_bottom_or_left = (pos_row == 6'd63) || (pos_col == 6'd0);
	wire pos_is_bottom_or_right = (pos_row == 6'd63) || (pos_col == 6'd63);
	wire pos_is_top = (pos_row == 6'd0);
	wire pos_is_bottom = (pos_row == 6'd63);
	wire pos_is_left = (pos_col == 6'd0);
	wire pos_is_right = (pos_col == 6'd63);
	reg [4:0]state, nextstate;
	parameter [4:0] START = 5'd0, IDLE1 = 5'd1, 
					CONV1 = 5'd2, CONV2 = 5'd3, CONV3 = 5'd4, CONV4 = 5'd5, CONV5 = 5'd6, CONV6 = 5'd7, CONV7 = 5'd8, CONV8 = 5'd9, CONV9 = 5'd10, RELU = 5'd11, WRITE_L0 = 5'd12, 
					IDLE2 = 5'd13, POOL1 = 5'd14, POOL2 = 5'd15, POOL3 = 5'd16, POOL4 = 5'd17, WRITE_L1 = 5'd18, DONE = 5'd19;
	always @(posedge clk or posedge reset) begin
		if(reset) begin
			state <= START; 
		end
		else begin
			state <= nextstate;
		end
	end
	always @(*) begin
		case(state)
			START: begin
				if(ready) nextstate = IDLE1;
				else nextstate = START;
 			end
			IDLE1: nextstate = CONV1;
			CONV1: nextstate = CONV2;
			CONV2: nextstate = CONV3;
			CONV3: nextstate = CONV4;
			CONV4: nextstate = CONV5;
			CONV5: nextstate = CONV6;
			CONV6: nextstate = CONV7;
			CONV7: nextstate = CONV8;
			CONV8: nextstate = CONV9;
			CONV9: nextstate = RELU;
			RELU: nextstate = WRITE_L0;
			WRITE_L0: nextstate = (pos == {6'd63, 6'd63}) ? IDLE2 : IDLE1;
			IDLE2: nextstate = POOL1;
			POOL1: nextstate = POOL2;
			POOL2: nextstate = POOL3;
			POOL3: nextstate = POOL4;
			POOL4: nextstate = WRITE_L1;
			WRITE_L1: nextstate = (pos == {6'd62, 6'd62}) ? DONE : IDLE2;
			DONE: nextstate = START;
			default: nextstate = START;
		endcase
	end
	assign busy = (state == DONE || state == START) ? 1'b0 : 1'b1;
	always @(posedge clk or posedge reset) begin
		if(reset) begin
			pos <= 12'd0;
		end
		else begin
			case(state)
				WRITE_L0: begin
					if(pos == {6'd63, 6'd63}) pos <= 12'd0;
					else if(pos_col == 6'd63) pos <= {pos_row + 6'd1, 6'd0};
					else pos <= {pos_row, pos_col + 6'd1};
				end
				WRITE_L1:begin
					if(pos == {6'd62, 6'd62}) pos <= 12'd0;
					else if(pos_col == 6'd62) pos <= {pos_row + 6'd2, 6'd0};
					else pos <= {pos_row, pos_col + 6'd2};
				end
				default: pos <= pos;
			endcase
		end
	end
	reg [9:0] max_count;
	always @(posedge clk or posedge reset) begin
		if(reset) begin
			max_count <= 10'd0;
		end
		else begin
			case(state)
				WRITE_L1: begin
					if(pos == {6'd62, 6'd62}) max_count <= 10'd0;
					else max_count <= max_count + 10'd1;
				end
				default: max_count <= max_count;
			endcase
		end
	end
	always @(*) begin
		case(state)
			CONV1: iaddr <= pos1;
			CONV2: iaddr <= pos2;
			CONV3: iaddr <= pos3;
			CONV4: iaddr <= pos4;
			CONV5: iaddr <= pos;
			CONV6: iaddr <= pos6;
			CONV7: iaddr <= pos7;
			CONV8: iaddr <= pos8;
			CONV9: iaddr <= pos9;
			default: iaddr <= 12'd0;
		endcase
	end 
	wire signed[39:0] product;
	reg  signed[43:0] product_sum;
	reg signed [19:0]kernel;
	reg signed [19:0]gray_pixel;
	reg signed [19:0]max_pixel;
	always @(*) begin
		case(state)
			CONV1: kernel = kernel1;
			CONV2: kernel = kernel2;
			CONV3: kernel = kernel3;
			CONV4: kernel = kernel4;
			CONV5: kernel = kernel5;
			CONV6: kernel = kernel6;
			CONV7: kernel = kernel7;
			CONV8: kernel = kernel8;
			CONV9: kernel = kernel9;
			default: kernel = kernel1;
		endcase
	end
	always @(*) begin
		case(state)
			CONV1: gray_pixel = (pos_is_top_or_left) ? 20'd0 : idata;
			CONV2: gray_pixel = (pos_is_top) ? 20'd0 : idata;
			CONV3: gray_pixel = (pos_is_top_or_right) ? 20'd0 : idata;
			CONV4: gray_pixel = (pos_is_left) ? 20'd0 : idata;
			CONV5: gray_pixel = idata;
			CONV6: gray_pixel = (pos_is_right) ? 20'd0 : idata;
			CONV7: gray_pixel = (pos_is_bottom_or_left) ? 20'd0 : idata;
			CONV8: gray_pixel = (pos_is_bottom) ? 20'd0 : idata;
			CONV9: gray_pixel = (pos_is_bottom_or_right) ? 20'd0 : idata;
			default: gray_pixel = 20'd0;
		endcase
	end
	assign product = gray_pixel * kernel;
	always @(posedge clk or posedge reset) begin
		if(reset) begin
			product_sum <= 44'd0;
		end
		else begin
			case(state) 
				CONV1: product_sum <= product + {bias, 16'd0};					 
				CONV2: product_sum <= product_sum + product;
				CONV3: product_sum <= product_sum + product;
				CONV4: product_sum <= product_sum + product;
				CONV5: product_sum <= product_sum + product;
				CONV6: product_sum <= product_sum + product;
				CONV7: product_sum <= product_sum + product;
				CONV8: product_sum <= product_sum + product;
				CONV9: product_sum <= product_sum + product;
				RELU: product_sum <= (product_sum[43]) ? 44'd0 : product_sum;
				default: product_sum <= 44'd0;
			endcase
		end
	end
	always @(*) begin
		case(state)
			POOL1: caddr_rd <= pos;
			POOL2: caddr_rd <= pos6;
			POOL3: caddr_rd <= pos8;
			POOL4: caddr_rd <= pos9;
			default: caddr_rd <= 12'd0;
		endcase
	end
	always @(posedge clk or posedge reset) begin
		if(reset) begin
			max_pixel <= 20'd0;
		end
		else begin
			case(state)
				POOL1: max_pixel <= (cdata_rd > max_pixel) ? cdata_rd : max_pixel;
				POOL2: max_pixel <= (cdata_rd > max_pixel) ? cdata_rd : max_pixel;
				POOL3: max_pixel <= (cdata_rd > max_pixel) ? cdata_rd : max_pixel;
				POOL4: max_pixel <= (cdata_rd > max_pixel) ? cdata_rd : max_pixel;
				default: max_pixel <= 20'd0;
			endcase
		end
	end
	always @(*) begin
		if(state == WRITE_L0 || state == WRITE_L1) cwr = 1'b1;
		else cwr = 1'b0;
	end
	always@(*) begin
		crd = ~cwr;
	end
	always @(*) begin
		if(state == WRITE_L1) csel = 3'b011;
		else csel = 3'b001;
	end
	wire signed [19:0] conv_result = {product_sum[43], product_sum[34:16]}+product_sum[15];
	assign cdata_wr = (state == WRITE_L0) ? conv_result : max_pixel;
	assign caddr_wr = (state == WRITE_L0) ? pos : max_count;
endmodule
==> design/flow/run.sh <==
#!/bin/bash
# OpenROAD 26Q1-2900-gdf79404cd8, Yosys 0.63+post, stock flow scripts
make -C /OpenROAD-flow-scripts/flow DESIGN_CONFIG=/design/flow/config.mk WORK_HOME=/design/flow/orfs finish
==> design/flow/config.mk <==
export PLATFORM = sky130hd
export DESIGN_NAME = CONV
export DESIGN_NICKNAME = CONV
export VERILOG_FILES = /design/flow/design.v
export SDC_FILE = /design/flow/constraint.sdc
export NUM_CORES = 4
export LEC_CHECK = 1
export CORE_UTILIZATION = 30
==> design/flow/constraint.sdc <==
current_design CONV

set clk_period 28.9
set clk_io_pct 0.2

create_clock -name clk0 -period $clk_period [get_ports {clk}]

set non_clock_inputs [all_inputs -no_clocks]
set_input_delay [expr $clk_period * $clk_io_pct] -clock clk0 $non_clock_inputs
set_output_delay [expr $clk_period * $clk_io_pct] -clock clk0 [all_outputs]
==> impl_metrics.json <==
{
  "cap_violations": 0,
  "topCellsByArea": "fa_1, ha_1, dfrtp_1",
  "edf_count": 0,
  "io_pins": 117,
  "cts_buffers": 9,
  "gr-usage-all-layers": 0.1708,
  "synthArstFlopShare": 1.000,
  "cts_sinks": 91,
  "setup_viol": 0,
  "finalCritPeriodShare": 0.5155,
  "top_cells_by_count": "inv_1, fa_1, nand2_1, nor2_1, ha_1",
  "first_global_vias": 19970,
  "worstHoldStart": "product_sum[41]",
  "chipArea_mm2": 0.08234,
  "grt_pass1_wl_um": 107000,
  "fillerInstances": 8376,
  "tool_warnings": 40,
  "ant_nets": 0,
  "crit_fanout": 11,
  "drtIter0Drc": 981,
  "cp.arrival_ns": 15.21,
  "pre_cts_ws_ns": 13.69,
  "crit_type": "input pin to register",
  "drive_above_1_share": 0.03630,
  "holdWs_ns": 0.5039,
  "cpMostUsedCell": "fa_1",
  "drt-vias-per-instance": 4.891,
  "ys_ff": 91,
  "crit_required_ns": 29.21,
  "relSlewSlack": 0.4112,
  "antenna_found_initial": 1,
  "ctsResizeCount": 0,
  "flop_cell": "dfrtp_1",
  "avgSynthCellArea_um2": 8.288,
  "n_antenna_cell": 0,
  "start_kind": "input pin",
  "syn_area_mm2": 0.02436,
  "route.detailed.drc": 0,
  "r2r_cells": 42,
  "ys_chip_area_mm2": 0.02436,
  "skew_ns": 0.008043,
  "synth_warnings": 1,
  "wl_per_cell_um": 16.39,
  "clk_pin_slew_ns": 0.07,
  "die_x_um": 286.9,
  "synth_seq_share": 0.09349,
  "hp-class": "register to register",
  "dr.pass1.iters": 23,
  "tritoncts": "built",
  "core-area_mm2": 0.08042,
  "r2r_setup_slack_ns": 17.28,
  "grt_max_degree": 61,
  "status": "finished clean",
  "utilization": 0.3342,
  "slowest_delay_ns": 0.72,
  "ys_cells": 2939,
  "grt_overflow": 0,
  "holdBufCountCts": 0,
  "h-tree-depth": 3,
  "hold_depth": 2,
  "area_growth_pct": 10.33,
  "drt_wl_total_um": 66150,
  "cp_slowest_cell": "fa_1",
  "reg2reg_to": "product_sum[43]",
  "fin_ws_ns": 14.00,
  "num_vias": 19740,
  "end_kind": "register",
  "rsz0062_at_grt": "no",
  "tns_ns": 0,
  "min_to": "product_sum[41]",
  "netlist_instances": 2939,
  "max_freq_ghz": 0.06712,
  "worstMarginPinSlew_ns": 0.8721,
  "synthDistinctLibCells": 97,
  "root_buffer": "clkbuf_16",
  "top_area_cell": "fa_1",
  "startpoint": "idata[19]",
  "hold_violations": 0,
  "post-dp-hpwl_um": 54910,
  "final_max_slew_viol_count": 0,
  "clock_latency_ns": 0.38,
  "most_common_cell": "inv_1",
  "initial_core_util": 0.3029,
  "postCtsSetupBuffers": 0,
  "routabilityCongestion": 0.9803,
  "portBuffers": 114,
  "row_count": 104,
  "top_cell_area_share": 0.3444,
  "die_y_um": 286.9,
  "reg2reg_from": "pos[0]",
  "clockBufferDepth": 2,
  "min_period_ns": 14.90
}
kinds of logic (layout without fill, tap and decap cells):
family                     Yosys count  in the layout  synth area share
xor gates and xnor gates           124            124           0.04674
adders and majority gates          612            612            0.4435
AOI/OAI and AO/OA                  485            485            0.1343
and+or+nand+nor                    883            883            0.1583
other                                2              2         0.0003083
buffers and inverters              712            748            0.1106
muxes                               30             30           0.01274
DFF                                 91             91           0.09349
layout make-up:
cell class	count	area [µm²]	share of cell area
Multi-Input combinational cell	2136	19420	0.7228
Sequential cell	91	2277	0.08473
Inverter	588	2210	0.08222
Timing Repair Buffer	144	1366	0.05084
Tap cell	1060	1326	0.04935
Clock buffer	11	232.7	0.008660
Clock inverter	5	37.54	0.001397
through the flow:
| stage | cells | area [µm²] |
|---|---|---|
| floorplan | 2939 | 24360 |
| global placement | 4019 | 26600 |
| detailed placement | 4019 | 26600 |
| CTS | 4035 | 26870 |
| global route | 4035 | 26870 |
| finish | 4035 | 26870 |
placed cells by master, fill, tap and decap left out, types with 30 or more instances in the layout:
| cell | count |
|---|---|
| xnor2_1 | 76 |
| o21ai_0 | 101 |
| fa_1 | 419 |
| inv_1 | 587 |
| a21o_1 | 54 |
| buf_4 | 30 |
| nand3_1 | 43 |
| dfrtp_1 | 91 |
| nor2_1 | 324 |
| xor2_1 | 42 |
| nand2_1 | 342 |
| clkdlybuf4s50_1 | 114 |
| ha_1 | 193 |
| a21oi_1 | 131 |
per-layer routing:
layer | track usage | wire (µm)
met1 | 0.2178 | 25600
met2 | 0.2881 | 33680
met3 | 0.04157 | 4258
met4 | 0.05572 | 2595
met5 | 0 | 13
state kept, by name (all words and copies together) (netlist names):
name / cells
max_count: 10
max_pixel: 20
product_sum: 44
state: 5
pos: 12
worst max path at each step:
stage	cells past startpoint	endpoint	slack, ns
4_1_cts	31	product_sum[43]	14.09
5_1_grt	32	product_sum[42]	13.34
6_report	32	product_sum[43]	14.00
critical path: cells and delay by family:
family                   cells  cell delay (ns)
AND-OR/OR-AND                7             1.68
XOR/XNOR                     2             0.76
adder cells (fa/ha/maj)      9             4.57
buffers and inverters        6             0.88
AND/OR/NAND/NOR              8             1.51
