**flow/run.sh**
```bash
#!/bin/bash
# OpenROAD 26Q1-2900-gdf79404cd8, Yosys 0.63+post, stock flow scripts
make -C /OpenROAD-flow-scripts/flow DESIGN_CONFIG=/design/flow/config.mk WORK_HOME=/design/flow/orfs finish
```
**flow/config.mk**
```make
export PLATFORM = sky130hd
export DESIGN_NAME = geofence
export DESIGN_NICKNAME = geofence
export VERILOG_FILES = /design/flow/design.v
export SDC_FILE = /design/flow/constraint.sdc
export NUM_CORES = 4
export LEC_CHECK = 1
export CORE_UTILIZATION = 30
```
**flow/constraint.sdc**
```tcl
current_design geofence

set clk_period 24.3
set clk_io_pct 0.2

create_clock -name clk0 -period $clk_period [get_ports {clk}]

set non_clock_inputs [all_inputs -no_clocks]
set_input_delay [expr $clk_period * $clk_io_pct] -clock clk0 $non_clock_inputs
set_output_delay [expr $clk_period * $clk_io_pct] -clock clk0 [all_outputs]
```
**flow/design.v**
```verilog
`timescale 1ns/10ps
module geofence (clk, reset, X, Y, valid, is_inside);
input clk;
input reset;
input [9:0] X;
input [9:0] Y;
output reg valid;
output reg is_inside;
reg [3:0]cs, ns;
parameter IDLE = 1, READ = 2, CROSS_1 = 3, CROSS_2 = 4, CROSS_JUDGE = 5, EVALUATE_1 = 6, EVALUATE_2 = 7, EVALUATE_JUDGE = 8, OUTPUT = 9, WAIT = 10;
reg [9:0]x[6:0];
reg [9:0]y[6:0];
reg [2:0]read_counter, sort_counter, sort_boundary, evalutate_counter;
reg  [9:0]fst_1, fst_2, sec_1, sec_2;
reg [20:0]save_product;
wire signed[10:0]first_term = fst_1 - fst_2;
wire signed[10:0]second_term = sec_1 - sec_2;
wire signed [20:0]product = first_term * second_term;
wire signed[20:0]cross_product = save_product - product;   
wire cross_product_is_negative = (cross_product < 0);
always @(*) begin
    case (cs)
        IDLE: begin
            ns = READ;
        end
        READ: begin
            if(read_counter < 6) begin
                ns = READ;
            end
            else begin
                ns = CROSS_1;
            end
        end
        CROSS_1:ns = CROSS_2;
        CROSS_2:ns = CROSS_JUDGE;
        CROSS_JUDGE:ns = (sort_boundary == 1)?EVALUATE_1:CROSS_1;
        EVALUATE_1:ns = EVALUATE_2;
        EVALUATE_2:ns = EVALUATE_JUDGE;
        EVALUATE_JUDGE:ns = (evalutate_counter == 5)?OUTPUT:EVALUATE_1;
        OUTPUT:ns = WAIT;
        WAIT:ns = IDLE;
        default: ns = IDLE;
    endcase
end
always @(posedge clk or posedge reset) begin
    if(reset) cs <= IDLE;
    else cs <= ns;
end
always @(posedge clk or posedge reset) begin
    if(reset) begin
        valid <= 0;
        is_inside <= 1;
    end
    else begin
        case(cs)
            IDLE: begin
                x[6] <= X;
                y[6] <= Y;
                read_counter <= 0;
                valid <= 0;
            end
            READ: begin
                if (read_counter < 6) begin
                    x[read_counter] <= X;
                    y[read_counter] <= Y;
                    read_counter <= read_counter + 1;
                end
                else begin
                    read_counter <= 0;
                    sort_counter <= 0;
                    sort_boundary <= 4;
                    evalutate_counter <= 0;
                end
            end
            CROSS_1: begin
                fst_1 <= x[sort_counter];
                fst_2 <= x[0];
                sec_1 <= y[sort_counter + 1];
                sec_2 <= y[0];
            end
            CROSS_2: begin
                fst_1 <= x[sort_counter + 1];
                fst_2 <= x[0];
                sec_1 <= y[sort_counter];
                sec_2 <= y[0];
                save_product <= product;
            end
            CROSS_JUDGE: begin
                if (cross_product_is_negative)begin
                    x[sort_counter] <= x[sort_counter + 1];
                    y[sort_counter] <= y[sort_counter + 1];
                    x[sort_counter + 1] <= x[sort_counter];
                    y[sort_counter + 1] <= y[sort_counter];
                end
                else if(sort_counter == sort_boundary)begin
                    sort_boundary <= sort_boundary - 1;
                    sort_counter <= 1;
                end
                else begin
                    sort_counter <= sort_counter + 1;
                end
                if(sort_boundary == 1)begin
                    is_inside <= 1;
                end
            end
            EVALUATE_1:begin
                fst_1 <= x[6];
                fst_2 <= x[evalutate_counter]; 
                sec_1 <= y[evalutate_counter];
                sec_2 <= (evalutate_counter == 5) ? y[0] : y[evalutate_counter + 1];
            end
            EVALUATE_2:begin
                fst_1 <= x[evalutate_counter];
                fst_2 <= (evalutate_counter == 5) ? x[0] : x[evalutate_counter + 1];
                sec_1 <= y[6];
                sec_2 <= y[evalutate_counter];
                save_product <= product;
            end
            EVALUATE_JUDGE:begin
                evalutate_counter <= evalutate_counter + 1;
                if(cross_product_is_negative)begin
                    is_inside <= 0;
                end
            end
            OUTPUT:begin
                valid <= 1;
                evalutate_counter <= 0;
            end
            WAIT:begin
                valid <= 0;
            end
        endcase
       end
end
endmodule
```
==> results.json <==
{
  "fp.dieArea_um2": 69700,
  "stage_log_warnings": 37,
  "power.ir.vdd_worst_uv": 50.1,
  "die_w_um": 264,
  "async_reset_ff_frac": 0.0533,
  "finalWeightedCongestion": 0.928,
  "outcome": "complete, no violations",
  "power_switching_uw": 181,
  "core_area_um2": 67500,
  "final_hold_viol_count": 0,
  "path_clk_slew_ns": 0.06,
  "worstSetupPathType": "register to register",
  "dr.pass1.iters": 9,
  "gr-usage-all-layers": 0.199,
  "ys_seq_frac": 0.325,
  "cts_root_buf": "sky130_fd_sc_hd__clkbuf_16",
  "share_comb_of_total_power": 0.026,
  "intPower_uw": 651,
  "synthDistinctLibCells": 69,
  "critPathArrivalTime_ns": 10.02,
  "grt_pass1_wl_um": 104000,
  "clk-insertion-delay-late_ns": 0.59,
  "vertical_die_size_um": 264,
  "cp.required_ns": 24.49,
  "yosys.area.top_type": "sky130_fd_sc_hd__edfxtp_1",
  "row_count": 95,
  "finalSetupViolCount": 0,
  "routed_via_density": 5.71,
  "area_share_top_type": 0.311,
  "finalInstanceArea_um2": 22700,
  "antenna_violating_nets_post_route": 0,
  "yosys_most_used_dff": "sky130_fd_sc_hd__edfxtp_1",
  "cellPowerDensity_nw_per_um2": 36.6,
  "seq_power_share": 0.507,
  "final_layout_size_suffix_gt1_frac": 0.180,
  "min-delay-path-class": "register to register",
  "chip_area_in_the_yosys_report_um2": 20600,
  "critPathBufInv": 6,
  "synth-edff-count": 213,
  "placement.io_buffers": 23,
  "yosys.cell_count.top_type": "sky130_fd_sc_hd__nand2_1",
  "route.detailed.drc": 0,
  "first_global_vias": 17643,
  "timing.critical_path.max_delay_family": "adder cells",
  "drt_iter0_drc": 1589,
  "postPlaceCellArea_um2": 21900,
  "yosys_warnings": 3,
  "setup.reg_to_reg.worst_slack_ns": 14.47,
  "numCtsBuffers": 27,
  "slew_violations": 0,
  "totalWireLength_um": 67300,
  "period_minus_slack_ns": 9.83,
  "ios": 24,
  "ys_top_cells_by_count": "sky130_fd_sc_hd__nand2_1, sky130_fd_sc_hd__edfxtp_1, sky130_fd_sc_hd__inv_1",
  "number_of_buffers_inserted_by_post_cts_setup_repair": 0,
  "timing.max_slew.rel_slack": 0.304,
  "route.vias.total": 17498,
  "area_leaders": "sky130_fd_sc_hd__edfxtp_1, sky130_fd_sc_hd__fa_1, sky130_fd_sc_hd__nand2_1",
  "clkSinkCount": 225,
  "synth.cell_area_um2": 20600,
  "antennaDiodeCount": 0,
  "kind_of_capture_point_of_the_worst_setup_path": "register",
  "cts_hold_buf": 0,
  "crit_path_start_kind": "register",
  "ys_ff": 225,
  "fin_setup_tns_ns": 0,
  "initial_utilization": 0.305,
  "rsz0062_at_grt": "no",
  "area_growth_synth_to_finish_pct": 10.4,
  "fin_worst_skew_ns": 0.0467,
  "ys_cells": 2203,
  "path_max_fanout": 20,
  "cts_tree": "yes",
  "cts.path.max_buffers": 3,
  "syn_inst": 2203,
  "fin_util": 0.337,
  "critPathSlowestCell": "sky130_fd_sc_hd__xnor2_1",
  "n_fill_cell": 6623,
  "antenna_found_initial": 0,
  "h-tree-depth": 1,
  "power_leakage_nw": 9.10,
  "overflow": 0,
  "clock.fmax_mhz": 102,
  "syn-mean-instance-area_um2": 9.34,
  "detailedPlacementHpwl_um": 43600,
  "drv.max_cap_violation_count": 0,
  "worst_slew_pin_slew_ns": 1.04,
  "routed_wire_length_per_instance_um": 21.9,
  "fin_crit_sh": 0.405,
  "post_cts_resized": 0,
  "delay_of_the_slowest_cell_on_the_worst_path_ns": 0.81,
  "power_frac_clock": 0.467,
  "grt_start_max_net_pins": 70,
  "power_switching_share": 0.218
}
cell families after synthesis:
kind of cell             count (synthesis)  share of synthesized area
AND/OR/NAND/NOR                        698                      0.144
flip-flops                             225                      0.325
XOR/XNOR                                50                     0.0224
adder cells (fa/ha/maj)                218                      0.174
multiplexers                           108                     0.0591
buffers and inverters                  349                     0.0638
AND-OR/OR-AND                          555                      0.210
stage by stage:
step | cells | total power, mW | hold WS (ns) | setup WS, ns
detailed placement | 3017 | 0.451 | 0.364 | 14.47
finish | 3066 | 0.832 | 0.384 | 14.47
CTS | 3066 | 0.838 | 0.380 | 14.45
floorplan | 2203 | 0.445 | 0.352 | 15.38
global route | 3066 | 0.854 | 0.406 | 13.80
global placement | 3017 | 0.451 | 0.364 | 14.56
flip-flops by register name, indices dropped and copies added (netlist names):
signal,cells
evalutate_counter,3
sort_counter,3
x,70
fst_2,10
read_counter,3
sec_2,10
cs,10
is_inside,1
y,70
sort_boundary,3
valid,1
sec_1,10
save_product,21
fst_1,10
power by group through the flow:
stage / logic (mW) / clock network (mW) / registers (mW)
CTS: 0.0218 / 0.394 / 0.422
global route: 0.0236 / 0.409 / 0.422
finish: 0.0218 / 0.388 / 0.422
final cells by class:
cell class | instances | area, um2 | area share
multi-input combinational | 1629 | 12600 | 0.555
clock buffer | 29 | 683 | 0.0301
tap | 873 | 1090 | 0.0481
inverter | 200 | 751 | 0.0330
timing repair buffer | 90 | 733 | 0.0323
clock inverter | 20 | 156 | 0.00688
sequential | 225 | 6700 | 0.295
placed cells by master, fill, tap and decap left out, types with 7 or more instances in the layout:
master,count
sky130_fd_sc_hd__xor2_1,13
sky130_fd_sc_hd__a22oi_1,54
sky130_fd_sc_hd__a31o_2,142
sky130_fd_sc_hd__nand3_1,15
sky130_fd_sc_hd__a221o_1,23
sky130_fd_sc_hd__a221oi_1,32
sky130_fd_sc_hd__nand2_1,444
sky130_fd_sc_hd__a222oi_1,59
sky130_fd_sc_hd__nor3_1,14
sky130_fd_sc_hd__a31oi_1,27
sky130_fd_sc_hd__o21ai_0,35
sky130_fd_sc_hd__nand2b_1,14
sky130_fd_sc_hd__o21a_1,9
sky130_fd_sc_hd__clkdlybuf4s50_1,23
sky130_fd_sc_hd__fa_1,115
sky130_fd_sc_hd__ha_1,100
sky130_fd_sc_hd__xnor2_1,35
sky130_fd_sc_hd__clkinv_1,7
sky130_fd_sc_hd__a21oi_1,88
sky130_fd_sc_hd__clkinv_2,7
sky130_fd_sc_hd__edfxtp_1,213
sky130_fd_sc_hd__o22ai_1,15
sky130_fd_sc_hd__mux2_2,108
sky130_fd_sc_hd__clkbuf_16,27
sky130_fd_sc_hd__nor2b_1,33
sky130_fd_sc_hd__dfrtp_1,9
sky130_fd_sc_hd__a21o_1,13
sky130_fd_sc_hd__nor2_1,115
sky130_fd_sc_hd__and2_1,22
sky130_fd_sc_hd__buf_4,67
sky130_fd_sc_hd__and3_1,7
sky130_fd_sc_hd__o211ai_1,12
sky130_fd_sc_hd__inv_1,199
sky130_fd_sc_hd__or2_2,7
sky130_fd_sc_hd__a211oi_1,7
worst paths after layout:
| check | from | end | cells after the start |
|---|---|---|---|
| min in group asynchronous | reset | cs[3]$_DFF_PP0_ | 2 |
| worst min-delay path | cs[4]$_DFF_PP0_ | cs[0]$_DFF_PP1_ | 0 |
| worst max-delay path | sec_1[0]$_DFFE_PP_ | x[0][1]$_DFFE_PP_ | 35 |
| max in group asynchronous | reset | cs[7]$_DFF_PP0_ | 2 |
| worst max register to register | sec_1[0]$_DFFE_PP_ | x[0][1]$_DFFE_PP_ | 35 |
| worst min register to register | cs[4]$_DFF_PP0_ | cs[0]$_DFF_PP1_ | 0 |
layer usage:
metal  track usage  vias up  wire length [um]
li1              -     7896                 -
met1         0.251     8312             25300
met2         0.305     1033             30200
met3        0.0846      255              8260
met4        0.0803        2              3410
met5        0.0111        -                71
Power is estimated from default activity; no workload was simulated.
