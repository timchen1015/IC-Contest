--- flow/run.sh ---
#!/bin/bash
# OpenROAD 26Q1-2900-gdf79404cd8, Yosys 0.63+post, stock flow scripts
make -C /OpenROAD-flow-scripts/flow DESIGN_CONFIG=/design/flow/config.mk WORK_HOME=/design/flow/orfs finish
--- flow/config.mk ---
export PLATFORM = sky130hd
export DESIGN_NAME = lcd_ctrl
export DESIGN_NICKNAME = lcd_ctrl
export VERILOG_FILES = /design/flow/design.v
export SDC_FILE = /design/flow/constraint.sdc
export NUM_CORES = 4
export LEC_CHECK = 1
export CORE_UTILIZATION = 40
--- flow/constraint.sdc ---
current_design lcd_ctrl

set clk_period 5.5
set clk_io_pct 0.2

create_clock -name clk0 -period $clk_period [get_ports {clk}]

set non_clock_inputs [all_inputs -no_clocks]
set_input_delay [expr $clk_period * $clk_io_pct] -clock clk0 $non_clock_inputs
set_output_delay [expr $clk_period * $clk_io_pct] -clock clk0 [all_outputs]
--- flow/design.v ---
module lcd_ctrl(clk, reset, datain, cmd, cmd_valid, dataout, output_valid, busy);
input           clk;
input           reset;
input   [7:0]   datain;
input   [2:0]   cmd;
input           cmd_valid;
output  reg [7:0]   dataout;
output  reg        output_valid;
output  reg        busy;
parameter Reflash = 0;
parameter LoadData = 1;
parameter ShiftRight = 2;
parameter ShiftLeft  = 3;
parameter ShiftUp = 4;
parameter ShiftDown = 5;
parameter ReadCmd = 6;
reg [2 : 0] state, nextstate;
reg [7 : 0] img [35 : 0];
reg [2 : 0] origin_x, origin_y;
reg [1 : 0] x, y;
reg [3 : 0] count_out;
always @(posedge clk or posedge reset) begin
    if (reset) begin
        state <= ReadCmd;
        busy <= 0;
        x <= 0;
        y <= 0;
        origin_x <= 0;
        origin_y <= 0;
        count_out <= 0;
		output_valid <= 0;
    end
    else begin
        state <= nextstate;
        case(state)
            ReadCmd: begin
                output_valid <= 0;
                busy <= 1;
                case(cmd)
                    Reflash: begin              
                    end
                    LoadData: begin
                        origin_x <= 0;
                        origin_y <= 0;
                    end
                    ShiftRight: begin
                        if(!(origin_x == 4 || origin_x == 5 || origin_x == 3)) begin
                            origin_x <= origin_x + 1;
                        end
                    end
                    ShiftLeft: begin
                        if(origin_x != 0) begin
                            origin_x <= origin_x - 1;
                        end    
                    end
                    ShiftUp: begin
                        if(origin_y != 0) begin
                            origin_y <= origin_y - 1;
                        end
                    end
                    ShiftDown: begin
                        if(!(origin_y == 4 || origin_y == 5 || origin_y == 3)) begin
                            origin_y <= origin_y + 1;
                        end
                    end
                endcase
            end
            LoadData: begin
                if(origin_x == 5 && origin_y == 5) begin         
                    origin_x <= 2;
                    origin_y <= 2;
                    busy <= 0;
                end
                else if(origin_x == 5) begin                     
                    origin_x <= 0;
                    origin_y <= origin_y + 1;
                    output_valid <= 0;
                end
                else begin
                    origin_x <= origin_x + 1;
                    if(origin_x > 1 && origin_x < 5 && origin_y > 1 && origin_y < 5) begin
                        dataout <= datain;
                        output_valid <= 1;
                    end
                    else begin
                        output_valid <= 0;
                    end
                end
                img[origin_y * 6 + origin_x] <= datain;
            end
            default: begin
                if(count_out == 8) begin
                    busy <= 0;
                    count_out <= 0;
                    origin_x <= origin_x - 2;
                    origin_y <= origin_y - 2;
                end
                else begin
                    if (count_out == 2 || count_out == 5) begin
                        origin_x <= origin_x - 2;
                        origin_y <= origin_y + 1;
                    end
                    else begin
                        origin_x <= origin_x + 1;
                    end
                    count_out <= count_out + 1;
                end
                dataout <= img[origin_y * 6 + origin_x];
                output_valid <= 1;
            end
        endcase    
    end
end
always @(*) begin
    case (state)
        ReadCmd: begin
            case (cmd)
                Reflash: nextstate <= ShiftRight;
                LoadData: nextstate <= LoadData;
                ShiftRight: nextstate <= ShiftRight;
                ShiftLeft: nextstate <= ShiftLeft;
                ShiftUp: nextstate <= ShiftUp;
                ShiftDown: nextstate <= ShiftDown;
                default: nextstate <= ShiftRight;
            endcase
        end
        LoadData: begin
            if(origin_x == 5 && origin_y == 5) nextstate <= ReadCmd;
            else nextstate <= LoadData;
        end
        default: begin
            if(count_out == 8) nextstate <= ReadCmd;
            else nextstate <= ShiftRight;
        end
    endcase
end
endmodule
==> impl_metrics.ini <==
; yosys + openroad results
[yosys]
synth-edff-count = 296
synthArstFlopShare = 0.0573
synth_cells = 1005
ys_seq_share = 0.684
syn_avg_cell_area_um2 = 13.6
ys_cells = 1005
synth_area_um2 = 13700
ys_types = 81
ys_area_um2 = 13700
ys.flops = 314
ys_warn_count = 2
ff_type = edfxtp_1

[timing]
holdWs_ps = 556
slew_viol_final = 0
fmaxAchievable_mhz = 210
fin_skew_ps = 17.9
slew_headroom = 0.360
period_used_share = 0.866
fin_setup_tns_ps = 0
finalSetupViolCount = 0
rsz0062_at_grt = no
layout_min_cycle_time_ps = 4760
tightest_slew_ps = 957
finalHoldViolations = 0
setup_slack_ps = 739

[worst_setup_path]
startpoint_type = register
crit_type = register to register
critPathRequiredTime_ps = 5820
critPathCaptureType = register
rr_startpoint = origin_y[2]
reg2regPathDepth = 11
arrival_ps = 5080
path_max_fanout = 21
regToRegEndpoint = dataout[6]
rrSetupSlack_ps = 740

[routing]
routedWlPerCell_um = 26.0
diodes = 0
drcViolationCount = 0
vias = 9369
drt-total-wl_um = 40100
ant_nets = 0
drt_first_pass_iters = 6
viasPerCell = 6.06
dr.first_iter.drc_count = 839

[flow_run]
max_cap_viol_count = 0
tool_warnings = 42

[placement]
io_buffers = 22
finalWeightedCongestion = 1.03
hpwl_um = 26100
dp.cells = 1489
dp_slack_ps = 840

[min_path]
hold_start = state[5]
min_to = state[0]
hold_path_class = register to register
holdPathStages = 2

[floorplan]
rows = 67
dieArea_um2 = 34900
fp-utilization = 0.407
die_x_um = 187
coreArea_um2 = 33500
io_pins = 24
die_h_um = 187

[cts]
ctsResizeCount = 0
clock-root-buffer = clkbuf_16
h-tree-depth = 1
clk_pin_slew_ps = 60
clk_path_buf_depth = 3
post_cts_buffers = 0
numCtsBuffers = 31
cts_tree = built
clk_latency_ps = 580
cts.sink_count = 314
cts_hold_buf = 0

[global_route]
grt_pass1_wl_um = 60100
grt_overflow_total = 0
grt_max_degree = 38
grtUsageTotal = 0.251
grt_pass1_vias = 9271
antenna_found_initial = 1

[run_status]
outcome = finished clean

[finish]
instances_no_fill = 1546
syn_to_final_growth_pct = 15.3
drive_gt1_frac = 0.142
[kinds of logic (layout without fill, tap and decap cells)]
| kind of cell | count (synthesis) | after routing | synth area share |
|---|---|---|---|
| simple gates | 284 | 284 | 0.101 |
| mux | 38 | 38 | 0.0293 |
| xor+xnor | 7 | 7 | 0.00642 |
| compound gates | 252 | 252 | 0.127 |
| fa+ha+maj | 27 | 27 | 0.0258 |
| flops | 314 | 314 | 0.684 |
| buf+inv | 83 | 176 | 0.0262 |
[worst max-delay path: stages (launching register included)]
cell,delay [ps]
dfrtp_1,670
inv_1,270
fa_1,780
inv_1,100
nand3_1,350
nand2_2,490
nor4_1,410
a221oi_1,110
o2111ai_2,660
nor4bb_1,390
buf_4,200
o21ai_1,70
[layer usage]
| layer | GRT usage | part of all wire | up-vias |
|---|---|---|---|
| li1 | - | - | 4110 |
| met1 | 0.352 | 0.37 | 4528 |
| met2 | 0.358 | 0.44 | 612 |
| met3 | 0.126 | 0.14 | 115 |
| met4 | 0.0908 | 0.047 | 4 |
| met5 | 0.0165 | 0.0023 | - |
[flip-flops by register name, summed over array words and instances, names as in the netlist]
| signal | cells |
|---|---|
| count_out | 4 |
| img | 288 |
| state | 6 |
| busy | 1 |
| output_valid | 1 |
| origin_x | 3 |
| dataout | 8 |
| origin_y | 3 |
[layout make-up]
type	count	area [um^2]
Fill cell	2910	17800
Sequential cell	314	9340
Multi-Input combinational cell	608	4000
Clock buffer	35	791
Timing Repair Buffer	96	776
Tap cell	448	561
Clock inverter	22	194
Inverter	23	86.3
[per-stage QoR]
step | util | area [um^2]
floorplan | - | 13700
finish | 0.470 | 15700
detailed placement | 0.440 | 14800
CTS | 0.470 | 15700
global route | 0.470 | 15700
global placement | 0.440 | 14800
[synth_stat cells (all sizes together), types with 6 or more instances]
| master | instances | area [um^2] |
|---|---|---|
| o32ai | 6 | 52.6 |
| o21ai | 51 | 263 |
| ha | 25 | 313 |
| a32oi | 8 | 70.1 |
| o211ai | 8 | 60.1 |
| mux2i | 31 | 310 |
| buf | 31 | 163 |
| nand2 | 77 | 292 |
| nand3 | 53 | 265 |
| a221oi | 15 | 138 |
| nor2 | 58 | 228 |
| a21oi | 54 | 274 |
| dfrtp | 17 | 425 |
| a2111oi | 6 | 52.6 |
| o22ai | 9 | 62.6 |
| nor3 | 40 | 210 |
| and3 | 8 | 50.1 |
| mux2 | 6 | 67.6 |
| a22o | 10 | 87.6 |
| nor4 | 11 | 75.1 |
| a31oi | 21 | 131 |
| edfxtp | 296 | 8890 |
| a22oi | 17 | 128 |
| nand4 | 13 | 81.3 |
| inv | 22 | 82.6 |
| clkbuf | 29 | 109 |
| o221ai | 7 | 61.3 |
[worst max path at each step]
stage	startpoint	end	slack, ps	cells past startpoint
6_report	origin_y[2]	dataout[6]	740	11
5_1_grt	origin_y[2]	dataout[6]	410	11
4_1_cts	origin_y[2]	dataout[6]	830	11
[cells in the final DEF (no fill, tap or decap), types with 17 or more instances in the layout]
cell type and count:
edfxtp_1 296, nor2_1 54, a21oi_1 53, inv_1 20
nand2_1 76, a31oi_1 21, ha_1 24, o21ai_0 41
nand3_1 53, buf_4 74, nor3_1 37, clkdlybuf4s50_1 22
clkbuf_16 31, a22oi_1 17, mux2i_1 31
